### /design/flow/design.v
module timer(
			pclk,
			nreset,
			bus_write_en, 
			bus_read_en,
			bus_addr,
			bus_write_data,  
			bus_read_data  
            );
input pclk, nreset, bus_write_en, bus_read_en;
input [7:0] bus_addr;
input [31:0] bus_write_data;
output reg [31:0] bus_read_data;
reg [31:0] overflowReg;
reg [31:0] counterReg;
reg [31:0] controlReg;
reg [31:0] nextCounter;
reg overflowReset;  
wire timerEn;    
assign timerEn = controlReg[0];
always@(posedge pclk)
if(~nreset)
  begin
    overflowReset <= 1'b0;
    controlReg <= 32'h00000000;
    overflowReg <= 32'h00000000;
  end
else begin
	if(bus_write_en) begin : WRITE
		case(bus_addr[3:2])
            2'b00:  
                begin 
                overflowReg <= bus_write_data;
                overflowReset <= 1'b1;
                end
            2'b01:  
                begin 
                overflowReset <= 1'b0;
                end
            2'b10:  
                begin 
                controlReg <= bus_write_data;
                overflowReset <= 1'b0;
                end
            2'b11:  
                begin 
                overflowReset <= 1'b0;
                end
        endcase
    end
	else if(bus_read_en) begin : READ
         case(bus_addr[3:2])
	    	2'b00:  
                begin 
		bus_read_data <= overflowReg;
 		end
            2'b01:  
                begin 
                bus_read_data <= counterReg;	
		end
            2'b10:  
                begin 
                bus_read_data <= controlReg;
	    end
            2'b11:  
                begin 
                end
          endcase
     end
	 else
		overflowReset <= 1'b0;
end
assign timerEn = controlReg[0];
always@*
    nextCounter <= counterReg + 1;
always@(posedge pclk)
if(~nreset)
begin
	counterReg <= 32'h00000000;
end
else begin
    if(overflowReset)
    begin
	counterReg <= 32'h00000000;
    end
    else if(timerEn)
    begin
	if(counterReg == overflowReg)
		counterReg <= 32'h00000000;
	else
	    	counterReg <= nextCounter;
    end
end
endmodule
module timerWrapper( 
				PCLK,
				PENABLE,
				PSEL,
				PRESETN,
				PWRITE,
				PREADY,
				PSLVERR,
				PADDR,
				PWDATA,
				PRDATA,
				TPS);
input PCLK,PENABLE, PSEL, PRESETN, PWRITE;
input  [31:0] PWDATA;
input  [7:0] PADDR;
output [31:0] PRDATA;
output PREADY, PSLVERR;
output [4:0] TPS;  
assign BUS_WRITE_EN = (PENABLE && PWRITE && PSEL);
assign BUS_READ_EN = (!PWRITE && PSEL);  
assign PREADY = 1'b1;
assign PSLVERR = 1'b0;
timer timer_0(	.pclk(PCLK),
			    .nreset(PRESETN), 
			    .bus_write_en(BUS_WRITE_EN),
			    .bus_read_en(BUS_READ_EN),
			    .bus_addr(PADDR),
			    .bus_write_data(PWDATA),
			    .bus_read_data(PRDATA)
			);
endmodule
### /design/flow/run.sh
#!/bin/bash
# OpenROAD 26Q1-2900-gdf79404cd8, Yosys 0.63+post, stock flow scripts
make -C /OpenROAD-flow-scripts/flow DESIGN_CONFIG=/design/flow/config.mk WORK_HOME=/design/flow/orfs finish
### /design/flow/config.mk
export PLATFORM = sky130hd
export DESIGN_NAME = timerWrapper
export DESIGN_NICKNAME = timerWrapper
export VERILOG_FILES = /design/flow/design.v
export SDC_FILE = /design/flow/constraint.sdc
export NUM_CORES = 4
export LEC_CHECK = 1
export CORE_UTILIZATION = 50
### /design/flow/constraint.sdc
current_design timerWrapper

set clk_period 6.8
set clk_io_pct 0.2

create_clock -name clk0 -period $clk_period [get_ports {PCLK}]

set non_clock_inputs [all_inputs -no_clocks]
set_input_delay [expr $clk_period * $clk_io_pct] -clock clk0 $non_clock_inputs
set_output_delay [expr $clk_period * $clk_io_pct] -clock clk0 [all_outputs]
==> flow_summary_export.csv <==
group,metric,value,unit
synthesis,synth.mux.area_fraction,0.00169,
global_route,grt_first_pass_wirelength,23600,um
routing,met1Wirelength,6680,um
worst_setup_path,timing.reg2reg.worst_path_depth,6,
cells_and_area,drive_above_1_share,0.0636,
clock_tree,clk_root_buffer_cell,"sky130_fd_sc_hd__clkbuf_16",
worst_setup_path,regToRegEndpoint,"timer_0.counterReg[31]",
routing,drt_iter0_markers,301,
synthesis,synth.largest_area_cell,"sky130_fd_sc_hd__dfxtp_1",
routing,detail_route.drc_violations,0,
worst_setup_path,highest_cell_delay_on_the_worst_timing_path,0.70,ns
power,vdd_drop_max,0.134,mV
clock_tree,worst_skew_pair.late_latency,0.41,ns
die,die_area,12300,um^2
synthesis,synthSimpleGateAreaFrac,0.197,
timing,slew-limit-headroom,0.463,
worst_setup_path,path_cells,"clkdlybuf4s50_1, inv_1, ha_1, buf_4, and4_1, buf_4, nand2_1, a21boi_0",
routing,route.vias.total,4698,
routing,met3_wirelength,1080,um
routing,num_antenna_cells,0,
synthesis,sequential_fraction_of_the_synthesis_area,0.489,
worst_setup_path,sort_of_element_at_the_start_of_the_critical_path,"input pin",
timing,rsz0062_at_grt,"no",
synthesis,count_of_yosys_warnings_during_synthesis,8,
hold_path,hold-path-cell-count,2,
run,cap_violations,0,
routing,wl_per_cell,16.7,um
worst_setup_path,end_kind,"flop",
cells_and_area,stdcell_count,866,
timing,final_min_period_over_clock_period,0.517,
worst_setup_path,timing.critical_path.slowest_stage_cell,"sky130_fd_sc_hd__and4_1",
clock_tree,cts_max_level,4,
global_route,grt_max_degree,68,
worst_setup_path,worst_r2r_startpoint,"timer_0.counterReg[24]",
routing,final_antenna_net_count,0,
worst_setup_path,critical_path_peak_fanout,34,
timing,hold_violations,0,
synthesis,top_area_frac,0.327,
hold_path,min_path_type,"flop to flop",
placement,detailed_place_hpwl,8920,um
worst_setup_path,worst-endpoint-required,7.13,ns
global_route,grt.overflow.total,0,
synthesis,synth.cellmix.compoundShare,0.154,
cells_and_area,area_growth_syn_to_layout,21.3,%
clock_tree,numClockSinks,129,
placement,numPlacedInstances,834,
timing,fin_setup_tns,0,ns
synthesis,synth_area,5940,um^2
clock_tree,ctsHoldBuffers,0,
routing,drt_first_pass_iters,24,
die,die_height,111,um
placement,dpl_cell_area,6640,um^2
clock_tree,worst_setup_hold_path_clk_slew,0.05,ns
synthesis,netlist_logic_family_top,"simple AND/OR/NAND/NOR gates",
worst_setup_path,internal_reg_to_reg_setup_slack,3.91,ns
routing,highest-signal-layer,"met4",
hold_path,min_to,"timer_0.controlReg[24]",
cells_and_area,layout.filler_cells,972,
synthesis,synth-cells-yosys,664,
die,core_area,11500,um^2
clock_tree,buffer_depth_of_the_longest_clock_path,2,
worst_setup_path,worstSetupPathType,"input pin to flop",
die,io_pins,84,
cells_and_area,final_area,7210,um^2
routing,wl_met2,6580,um
clock_tree,cts_made_buffers,17,
outcome,status,"completed",
worst_setup_path,timing.critical_path.mode_cell,"sky130_fd_sc_hd__buf_4",
clock_tree,postCtsSetupRepairBufs,0,
synthesis,netlist-cell-type-count,30,
timing,fin_skew,0.00551,ns
hold_path,worst_hold_start,"timer_0.controlReg[24]",
routing,vias_per_cell,5.42,
clock_tree,clock_tree_from_tritoncts,"done",
synthesis,yosys_chip_area,5940,um^2
routing,finalWirelength,14500,um
synthesis,synth-xor-area-share,0.0929,
timing,max_freq,0.284,GHz
synthesis,yosys.area_share.adder,0.0105,
die,die_w,111,um
placement,port_buffer_count,70,
die,floorplanUtilization,0.516,
global_route,first_global_vias,4495,
worst_setup_path,arrival,3.84,ns
die,placement_rows,39,
synthesis,ys_seq_elements,129,
timing,worst_hold_slack_after_final_layout,0.464,ns
power,p_per_area,246,nW/um^2
synthesis,synth.top_cells.by_area,"sky130_fd_sc_hd__dfxtp_1, sky130_fd_sc_hd__edfxtp_1, sky130_fd_sc_hd__nand2_1",
placement,gp_weighted_congestion,0.863,
global_route,number_of_antenna_violations_at_the_first_check_in_global_routing,0,
synthesis,syn_inst,664,
clock_tree,post_cts.resized_instances,0,
global_route,global_route.usage.total,0.257,
timing,maxSlewViolCount,0,
timing,post-route-min-period,3.52,ns
synthesis,syn_area_per_cell,8.94,um^2
cells_and_area,final_util,0.626,
power,power.static_leakage,2.56,nW
timing,tightestPinTransition,0.804,ns
timing,finalSetupViolations,0,
run,number_of_warning_messages_in_the_logs,35,
==> critical path: cells and delay by family <==
| kind | cells | cell delay (ns) |
|---|---|---|
| compound gates | 1 | 0.17 |
| buf+inv | 4 | 1.37 |
| fa+ha+maj | 1 | 0.14 |
| simple gates | 2 | 0.78 |
==> through the flow <==
| stage | setup WS [ns] | total power, mW |
|---|---|---|
| after floorplan | 1.60 | 0.882 |
| after global placement | 2.96 | 0.934 |
| after detailed placement | 2.87 | 0.935 |
| after CTS | 3.32 | 1.78 |
| after global routing | 3.10 | 1.83 |
| final | 3.28 | 1.77 |
==> power by group <==
part           switching, mW  internal, mW  leakage (nW)
clock                  0.309         0.542         0.286
combinational         0.0641        0.0504          1.18
sequential           0.00472         0.800          1.10
==> flip-flops by register name (all words and copies together), names as in the netlist <==
register	cells
timer_0.bus_read_data	32
timer_0.controlReg	32
timer_0.counterReg	32
timer_0.overflowReg	32
timer_0.overflowReset	1
==> worst max-delay path by stage <==
stage | from | endpoint | slack [ns] | cells past startpoint
6_report | PADDR[2] | timer_0.controlReg[17] | 3.28 | 8
5_1_grt | PADDR[2] | timer_0.controlReg[28] | 3.10 | 8
4_1_cts | PADDR[2] | timer_0.controlReg[17] | 3.32 | 8
==> layer usage <==
metal  up-vias  GRT usage
li1       2329          -
met1      2200      0.408
met2       162      0.384
met3         7     0.0669
met4         0     0.0292
met5         -          0
==> layout make-up <==
class                      instances  area (um^2)  area share
clock buffer                      28          547      0.0759
clock inverter                     4         20.0     0.00278
inverter                           8         30.0     0.00417
multi-input combinational        474         2750       0.382
sequential                       129         2900       0.403
tap                              143          179      0.0248
timing repair buffer              80          776       0.108
==> placed cells by master (no fill, tap or decap), drive strengths merged, types with 17 or more instances in the layout <==
master,netlist,layout
a21boi,65,65
a21oi,32,32
a22oi,32,32
clkbuf,38,28
clkdlybuf4s50,0,70
dfxtp,97,97
edfxtp,32,32
nand2,140,140
nor2,72,72
nor4,17,17
xnor2,28,28
xor2,35,35
==> synth_stat cells (all sizes together) <==
cell    count
nand2     140
dfxtp      97
nor2       72
a21boi     65
clkbuf     38
xor2       35
a21oi      32
a22oi      32
edfxtp     32
xnor2      28
buf        20
nor4       17
nand3      12
nor3        9
inv         8
and4        7
nand4       7
ha          5
conb        2
or2         2
mux2i       1
nand3b      1
nor4bb      1
o311ai      1
==> cell families (layout without fill, tap and decap cells) <==
kind of cell,Yosys count,count (layout)
flops,129,129
other cells,2,7
xor+xnor,63,63
mux,1,1
simple gates,268,268
compound gates,130,130
fa+ha+maj,5,5
buf+inv,66,120
Power is estimated from default activity; no workload was simulated.
